## flow/config.mk

```make
export PLATFORM = sky130hd
export DESIGN_NAME = regi
export DESIGN_NICKNAME = regi
export VERILOG_FILES = /design/flow/design.v
export SDC_FILE = /design/flow/constraint.sdc
export NUM_CORES = 4
export LEC_CHECK = 1
export CORE_UTILIZATION = 50
```

## flow/constraint.sdc

```tcl
current_design regi

set clk_period 7.5
set clk_io_pct 0.2

create_clock -name clk0 -period $clk_period [get_ports {clk}]

set non_clock_inputs [all_inputs -no_clocks]
set_input_delay [expr $clk_period * $clk_io_pct] -clock clk0 $non_clock_inputs
set_output_delay [expr $clk_period * $clk_io_pct] -clock clk0 [all_outputs]
```

## flow/design.v

```verilog
module regi(
clk,
we,
r_addr1,
r_addr2,
r_data1,
r_data2,
w_addr,
w_data);
   input clk, we;
   input [4:0] r_addr1, r_addr2, w_addr; 
   input [31:0] w_data;
   output [31:0] r_data1, r_data2; 
   reg [31:0] 	 mem [0:31];
   always @(posedge clk) begin
      if(we && w_addr != 0) mem[w_addr] <= w_data; 
  end
   initial mem[0] <= 0;
   assign r_data1 = mem[r_addr1 ];
   assign r_data2 = mem[r_addr2 ];
   endmodule
```

## flow/run.sh

```bash
#!/bin/bash
# OpenROAD 26Q1-2900-gdf79404cd8, Yosys 0.63+post, stock flow scripts
make -C /OpenROAD-flow-scripts/flow DESIGN_CONFIG=/design/flow/config.mk WORK_HOME=/design/flow/orfs finish
```

==> run notes <==
Flow results.

- The placement summary gives the final routability congestion estimate as 0.895.
- The critical path endpoint has a required time of 6.00 ns.
- The share of total power dissipated in the clock network is 40.8%.
- The violation tally from detailed-route iteration zero is 2350.
- The clock H-tree reported by CTS has 3 levels.
- The standby leakage power is 20.3 nW.
- The pin count of the biggest net entering global routing is around 96.
- According to the report, the first pass of detailed routing completed in 6 iterations.
- OpenROAD emitted warnings numbering 26.
- The run finished with clean final reports.
- The kind of start point of the critical path is an input port.
- In the finished design, the share of the clock period the worst path needs comes to between 80 and 90%.
- The timing report shows that the slowest cell on the worst path is nor2_4.
- The end-of-flow timing check tallies setup violations at 0.
- The via count of the first global-routing pass is around 33000.
- The post-cts hold-fix buffer tally is 0.
- By startpoint and endpoint, the worst setup path is classified as in2out.
- The proportion of register bits with asynchronous set or reset after synthesis is 0%.
- The count of antenna-violating nets left after detailed routing is 0.
- The number of enable flip-flop cells is just over 1000.
- The count of instantiated cells in the yosys netlist is ~3400.
- Per the run report, area growth between synthesis and finish was 12.8%.
- The chip occupies 98800 um2.
- The count of pins on the block boundary is about 110.
- The pin closest to its max-slew limit shows a slew of 1.04 ns.
- The largest fanout of any net on the critical path is 80.
- The sequential cell fraction of total power is 49.9%.
- In this run the VDD rail shows a maximum IR drop of 170 uV.
- The clock tree from TritonCTS is yes.
- TritonCTS created 111 clock buffers.
- The x dimension of the die is 314 um.
- The launch point of the worst min-delay path is recorded as w_data[3].
- Clock-pin slew was measured on the worst setup and hold paths at 0.06 ns.
- The maximum count of clock buffers along a single path is 3.
- The post-cts resize count is 0.
- The number of core rows is approximately 110.
- The first global-routing pass estimated 216000 um of wire.
- After detailed routing, the number of vias per cell comes to between 6 and 7.
- Combinational logic burns 9.3% of the power.
- The timing report attributes the biggest portion of critical-path delay to buffers and inverters.
- Max-cap violations in this run came to 0.
- Counting instances, the worst hold path has a depth of 2.
- Buffers placed on the I/O ports in this run total about 110.
- CTS saw about 1000 sinks.
- The number of inserted filler cells in the final layout is 7334.
- The worst hold path terminates at mem[14][3]$_DFFE_PP_.
- The largest stage delay on the critical path is 0.77 ns.
- The library cell appearing most often on the critical path is clkdlybuf4s50_1.
- The buffers plus inverters on the worst setup path is 3.
- The gate count of the mapped netlist is 3386.
- Global routing finished with a remaining overflow of 0.
- According to the floorplan report, the placeable core area is 96700 um2.
- The script computed the net switching share of total power as 23.2%.
- The commonest cells after synthesis are 1024 x edfxtp_1, 1024 x mux2i_1, 195 x nand2_1, 194 x nand3_1.
- The detailed router placed 31100 vias in this run.
- Per the OpenROAD power report, switching power amounts to 2.98 mW.
- The register bank with the most flops is mem.
- The largest registers in the layout are mem x1024.
- In the final routed layout, each cell accounts on average for 30.9 um.
- The commonest register cell is edfxtp_1.
- The placed wire-length estimate is 83900 um.
- In the final report, the number of pins over their slew limit comes to 0.
- The power density relative to cell area is 234 nW/um2.
- The power report lists cell-internal power as between 9 and 10 mW.
- The design draws 12.9 mW.
- The arrival time of data at the critical path endpoint is 4.75 ns.
- The category of the worst setup path capture point is an output pin.
- The report lists the cells along the critical path as clkdlybuf4s50_1 -> nor2_4 -> buf_12 -> a22o_1 -> nor3_1 -> a31oi_1 -> nand3_1 -> clkdlybuf4s50_1.
- Summed over all failing endpoints, the final setup total negative slack is 0 ns.
- edfxtp_1 takes more of the synthesized area than any other cell.
- The wire length recorded after detailed routing is between 150000 and 200000 um.
- The post-synthesis sequential area ratio is 63.1%.
- Yosys reports a chip area of between 40000 and 50000 um2.
- The worst-case max-slew headroom was logged as between 30% and 40%.
- The smallest clock period supported by the final layout is computed as approximately 6.2 ns.
- The post-CTS repair timing setup buffer count is 0.
- The global-route total usage across every layer is roughly a third.
- The core utilization at floorplan is 50.4%.
- The final timing report lists a hold violation count of 0.
- The number of antenna violations at the first check in global routing is 1.
- The ratio of cells with drive above 1 in the final layout is under 10%.
- The tightest min-delay check is of the in2reg type.
- The yosys synthesis warning count is 1.
- After synthesis, the cell types taking the most area are edfxtp_1 63%, mux2i_1 21%, a22oi_1 3.0%.
- Setup repair after global routing left no endpoint under its margin.
- The register with the most flip-flops in the layout has 1024 of them.
- The synthesized design devotes to its leading area cell type 63.1% of total area.
- The repair_antennas step left the layout with diodes totalling 0.
- The post-synth design cell area is slightly below 50000 um2.
- The synthesis stat section lists a flop and latch total of 1024.
- Averaged over all synthesized cells, the footprint is about 14 um2.
- The maximum achievable frequency is 160 MHz.
- The y dimension of the die is 314 um.
- In this run, distinct cell masters in the synthesized netlist total 24.
- The remaining routing DRC violations is 0.
- The library cell used as clock root buffer is clkbuf_16.
layer usage:
metal | wire length (um) | global-route usage [%] | vias up
li1 | - | - | 13700
met1 | 53100 | 43.8 | 15100
met2 | 67800 | 47.1 | 1988
met3 | 24800 | 23.7 | 290
met4 | 5000 | 9.02 | 6
met5 | 132 | 1.45 | -
worst max-delay path by stage:
stage                 cells past startpoint  slack [ns]           to        from
after CTS                                 8        1.32  r_data2[24]  r_addr2[0]
after global routing                      8        1.14  r_data2[13]  r_addr2[0]
final                                     8        1.25  r_data2[24]  r_addr2[0]
through the flow:
step                util [%]  cells  instance area [um2]  hold slack, ns  setup slack, ns
global route            56.9   4889                55000            1.64             1.14
CTS                     56.9   4889                55000            1.59             1.32
global placement        53.3   4679                51500            2.32             1.34
detailed placement      53.3   4679                51500            2.33             1.31
floorplan                  -   3417                48900            1.60             3.45
finish                  56.9   4889                55000            1.62             1.25
kinds of logic (layout without fill, tap and decap cells):
group,count (synthesis),after routing,share of synthesized area [%]
flip-flops,1024,1024,63.1
other,1,32,0.00769
AND/OR/NAND/NOR,508,508,4.71
buffers and inverters,253,449,3.15
multiplexers,1024,1024,21.0
AND-OR/OR-AND,576,576,8.05
area by class of cell:
cell class / instances / area (um2) / share of cell area, %
flip-flops and latches: 1024 / 30700 / 55.9
multi-input cells: 2140 / 16900 / 30.7
clock buffers: 147 / 3020 / 5.49
repair buffers: 239 / 2280 / 4.15
well taps: 1276 / 1600 / 2.90
clock inverters: 63 / 479 / 0.871
placed cells by master (no fill, tap or decap), types with 3 or more instances in the layout:
cell | synthesis | layout
bufinv_16 | 0 | 7
nand2b_2 | 0 | 4
nand2_1 | 195 | 193
clkbuf_16 | 0 | 116
nor2b_4 | 0 | 4
nor3_1 | 64 | 64
a21oi_1 | 192 | 192
clkinvlp_4 | 0 | 3
clkinv_2 | 0 | 24
buf_12 | 0 | 16
clkdlybuf4s50_1 | 0 | 110
or3b_2 | 3 | 3
nor2_4 | 0 | 33
conb_1 | 1 | 32
edfxtp_1 | 1024 | 1024
mux2i_1 | 1024 | 1024
a31oi_1 | 64 | 64
nand3b_1 | 5 | 5
a22o_1 | 128 | 128
clkinv_1 | 0 | 27
clkbuf_1 | 82 | 31
a22oi_1 | 192 | 192
nand3_1 | 194 | 194
buf_4 | 57 | 111
power groups by stage:
stage                 Clock, mW  Combinational [mW]  Sequential (mW)
after CTS                  5.33                1.18             6.42
after global routing       5.56                1.27             6.42
final                      5.26                1.19             6.42
Power and IR drop assume default switching activity.
