[design/flow/design.v]
`timescale 1ns / 1ps
module decoder(
    input wire [31:0] ir,
    output wire [4:0] srcreg1_num,
    output wire [4:0] srcreg2_num,
    output wire [4:0] dstreg_num,
    output wire [31:0] imm,
    output wire [5:0] alucode,
    output wire [1:0] aluop1_type,
    output wire [1:0] aluop2_type,
    output wire       reg_we  
);
wire is_load;
wire is_store;
wire is_halt;
      function [60:0] aludec;
	 input [31:0] ir;
case(ir[6:0])
  7'b0110111 : aludec = {5'b0, 5'b0, ir[11:7], {ir[31:12], 12'b0}, 6'd0, 2'd0, 2'd2, 1'b1, 3'b0};
  7'b0010111 : aludec = {5'b0, 5'b0, ir[11:7], {ir[31:12], 12'b0}, 6'd17, 2'd2, 2'd3, 1'b1, 3'b0};
  7'b1101111 : begin
if(ir[11:7] == 5'b0)
aludec = {5'b0, 5'b0, ir[11:7], {{12{ir[31]}}, ir[19:12], ir[20], ir[30:21], 1'b0}, 6'd1, 2'd2, 2'd3, 1'b0, 3'b0};
else
  aludec = {5'b0, 5'b0, ir[11:7], {{12{ir[31]}}, ir[19:12], ir[20], ir[30:21], 1'b0}, 6'd1, 2'd2, 2'd3, 1'b1, 3'b0};
  end
  7'b1100111 : aludec = {ir[19:15], 5'b0, ir[11:7], {{12{ir[31]}}, ir[30:20]}, 6'd2, 2'd1, 2'd2, 1'b1, 3'b0};
  7'b1100011 : begin
     case(ir[14:12])
       3'b000 : aludec = {ir[19:15], ir[24:20], 5'b0, {{20{ir[31]}}, ir[7], ir[30:25], ir[11:8], 1'b0}, 6'd3,  2'd1, 2'd1, 4'b0};
       3'b001 : aludec = {ir[19:15], ir[24:20], 5'b0, {{20{ir[31]}}, ir[7], ir[30:25], ir[11:8], 1'b0}, 6'd4,  2'd1, 2'd1, 4'b0};
       3'b100 : aludec = {ir[19:15], ir[24:20], 5'b0, {{20{ir[31]}}, ir[7], ir[30:25], ir[11:8], 1'b0}, 6'd5,  2'd1, 2'd1, 4'b0};
       3'b101 : aludec = {ir[19:15], ir[24:20], 5'b0, {{20{ir[31]}}, ir[7], ir[30:25], ir[11:8], 1'b0}, 6'd6,  2'd1, 2'd1, 4'b0};
       3'b110 : aludec = {ir[19:15], ir[24:20], 5'b0, {{20{ir[31]}}, ir[7], ir[30:25], ir[11:8], 1'b0}, 6'd7,  2'd1, 2'd1, 4'b0};
       3'b111 : aludec = {ir[19:15], ir[24:20], 5'b0, {{20{ir[31]}}, ir[7], ir[30:25], ir[11:8], 1'b0}, 6'd8,  2'd1, 2'd1, 4'b0};
     endcase  
  end  
  7'b0000011 : begin
     case(ir[14:12])
       3'b000 : aludec = {ir[19:15], 5'b0, ir[11:7], {{21{ir[31]}}, ir[30:20]}, 6'd9, 2'd1, 2'd2, 2'b11, 2'b0}; 
       3'b001 : aludec = {ir[19:15], 5'b0, ir[11:7], {{21{ir[31]}}, ir[30:20]}, 6'd10, 2'd1, 2'd2, 2'b11, 2'b0};
       3'b010 : aludec = {ir[19:15], 5'b0, ir[11:7], {{21{ir[31]}}, ir[30:20]}, 6'd11, 2'd1, 2'd2, 2'b11, 2'b0};
       3'b100 : aludec = {ir[19:15], 5'b0, ir[11:7], {{21{ir[31]}}, ir[30:20]}, 6'd12, 2'd1, 2'd2, 2'b11, 2'b0};
       3'b101 : aludec = {ir[19:15], 5'b0, ir[11:7], {{21{ir[31]}}, ir[30:20]}, 6'd13, 2'd1, 2'd2, 2'b11, 2'b0};
     endcase  
  end  
    7'b0100011 : begin
       case(ir[14:12])
         3'b000 : aludec = {ir[19:15], ir[24:20], 5'b0, {{21{ir[31]}}, ir[30:25], ir[11:7]}, 6'd14, 2'd1, 2'd2, 1'b0, 1'b0, 1'b1, 1'b0};
         3'b001 : aludec = {ir[19:15], ir[24:20], 5'b0, {{21{ir[31]}}, ir[30:25], ir[11:7]}, 6'd15, 2'd1, 2'd2, 1'b0, 1'b0, 1'b1, 1'b0};
         3'b010 : aludec = {ir[19:15], ir[24:20], 5'b0, {{21{ir[31]}}, ir[30:25], ir[11:7]}, 6'd16, 2'd1, 2'd2, 1'b0, 1'b0, 1'b1, 1'b0};
       endcase  
    end
    7'b0010011 : begin
       case(ir[14:12])
	 3'b000 : aludec = {ir[19:15], 5'b0, ir[11:7], {{21{ir[31]}}, ir[30:20]}, 6'd17, 2'd1, 2'd2, 1'b1, 3'b0};
	 3'b010 : aludec = {ir[19:15], 5'b0, ir[11:7], {{21{ir[31]}}, ir[30:20]}, 6'd19, 2'd1, 2'd2, 1'b1, 3'b0};
	 3'b011 : aludec = {ir[19:15], 5'b0, ir[11:7], {{21{ir[31]}}, ir[30:20]}, 6'd20, 2'd1, 2'd2, 1'b1, 3'b0};
	 3'b100 : aludec = {ir[19:15], 5'b0, ir[11:7], {{21{ir[31]}}, ir[30:20]}, 6'd21, 2'd1, 2'd2, 1'b1, 3'b0};
	 3'b110 : aludec = {ir[19:15], 5'b0, ir[11:7], {{21{ir[31]}}, ir[30:20]}, 6'd22, 2'd1, 2'd2, 1'b1, 3'b0};
	 3'b111 : aludec = {ir[19:15], 5'b0, ir[11:7], {{21{ir[31]}}, ir[30:20]}, 6'd23, 2'd1, 2'd2, 1'b1, 3'b0};
	 3'b001 : aludec = {ir[19:15], 5'b0, ir[11:7], {{20{ir[24]}}, ir[31:20]}, 6'd24, 2'd1, 2'd2, 1'b1, 3'b0};
	 3'b101 : case(ir[30])
                    1'b0 : aludec = {ir[19:15], 5'b0, ir[11:7], {{20{ir[24]}}, ir[31:20]}, 6'd25, 2'd1, 2'd2, 1'b1, 3'b0};
	            1'b1 : aludec = {ir[19:15], 5'b0, ir[11:7], {{20{ir[24]}}, ir[31:20]}, 6'd26, 2'd1, 2'd2, 1'b1, 3'b0};
		  endcase  
       endcase  
    end  
     7'b0110011 : begin
        case(ir[14:12])
	  3'b000 : case(ir[30])
		     1'b0 : aludec = {ir[19:15], ir[24:20], ir[11:7], 32'b0, 6'd17, 2'd1, 2'd1, 1'b1, 3'b0};
                     1'b1 : aludec = {ir[19:15], ir[24:20], ir[11:7], 32'b0, 6'd18, 2'd1, 2'd1, 1'b1, 3'b0};
		   endcase  
          3'b001 : aludec = {ir[19:15], ir[24:20], ir[11:7], 32'b0, 6'd24, 2'd1, 2'd1, 1'b1, 3'b0};
          3'b010 : aludec = {ir[19:15], ir[24:20], ir[11:7], 32'b0, 6'd19, 2'd1, 2'd1, 1'b1, 3'b0};
          3'b011 : aludec = {ir[19:15], ir[24:20], ir[11:7], 32'b0, 6'd20, 2'd1, 2'd1, 1'b1, 3'b0};
          3'b100 : aludec = {ir[19:15], ir[24:20], ir[11:7], 32'b0, 6'd21, 2'd1, 2'd1, 1'b1, 3'b0};
          3'b101 : begin
          case(ir[30])
                     1'b0 : aludec = {ir[19:15], ir[24:20], ir[11:7], 32'b0, 6'd25, 2'd1, 2'd1, 1'b1, 3'b0};	
                     1'b1 : aludec = {ir[19:15], ir[24:20], ir[11:7], 32'b0, 6'd26, 2'd1, 2'd1, 1'b1, 3'b0};
		   endcase  
		   end
          3'b110 : aludec = {ir[19:15], ir[24:20], ir[11:7], 32'b0, 6'd22, 2'd1, 2'd1, 1'b1, 3'b0};
          3'b111 : aludec = {ir[19:15], ir[24:20], ir[11:7], 32'b0, 6'd23, 2'd1, 2'd1, 1'b1, 3'b0};	 
	endcase  
     end  
endcase  
      endfunction  
   assign{ srcreg1_num, srcreg2_num, dstreg_num, imm, alucode, aluop1_type, aluop2_type, reg_we , is_load, is_store, is_halt } = aludec(ir);
endmodule  
[design/flow/config.mk]
export PLATFORM = sky130hd
export DESIGN_NAME = decoder
export DESIGN_NICKNAME = decoder
export VERILOG_FILES = /design/flow/design.v
export SDC_FILE = /design/flow/constraint.sdc
export NUM_CORES = 4
export LEC_CHECK = 1
export CORE_AREA = 10 10 91 91
export DIE_AREA = 0 0 101 101
[design/flow/constraint.sdc]
current_design decoder

set clk_period 6.0
set clk_io_pct 0.2

create_clock -name clk0 -period $clk_period

set non_clock_inputs [all_inputs -no_clocks]
set_input_delay [expr $clk_period * $clk_io_pct] -clock clk0 $non_clock_inputs
set_output_delay [expr $clk_period * $clk_io_pct] -clock clk0 [all_outputs]
[design/flow/run.sh]
#!/bin/bash
# OpenROAD 26Q1-2900-gdf79404cd8, Yosys 0.63+post, stock flow scripts
make -C /OpenROAD-flow-scripts/flow DESIGN_CONFIG=/design/flow/config.mk WORK_HOME=/design/flow/orfs finish
==> insert_results.sql <==
-- load yosys + openroad results
INSERT INTO impl_metrics (metric_group, metric, value, unit) VALUES
('setup_path', 'critPathMaxFanout', '12', ''),
('power_and_ir_drop', 'power_report.internal_total', '61.3', 'uW'),
('routing', 'drcViolationCount', '0', ''),
('power_and_ir_drop', 'power.ir.vdd_worst', '20.6', 'uV'),
('layout', 'clkbuf_count', '0', ''),
('power_and_ir_drop', 'ratio_of_total_power_to_cell_area', '50.0', 'nW/um^2'),
('yosys', 'count_of_cell_types_in_the_netlist', '49', ''),
('power_and_ir_drop', 'netSwitchingFraction', '0.408', ''),
('global_routing', 'overflow', '0', ''),
('yosys', 'yosys_area', '1180', 'um^2'),
('hold_path', 'worst_hold_path_type', 'in2out', ''),
('hold_path', 'timing.hold.worst_path_depth', '4', ''),
('hold_path', 'min_from', 'ir[29]', ''),
('setup_path', 'crit_path_cell_trace', 'clkdlybuf4s50_1 > nor2b_1 > o2111ai_1 > a22oi_1 > nand3_1 > clkdlybuf4s50_1', ''),
('power_and_ir_drop', 'power.share.sequential', '0', ''),
('setup_path', 'crit_path_start_kind', 'input pin', ''),
('timing', 'period_used_share', '0.824', ''),
('floorplan', 'floorplan.core_util', '0.186', ''),
('layout', 'nFillCells', '676', ''),
('flow_run', 'max_cap_viol_count', '0', ''),
('layout', 'final_layout_top_logic_cell', 'sky130_fd_sc_hd__clkdlybuf4s50_1', ''),
('timing', 'unrepaired_setup_endpoints_after_global_routing', 'no', ''),
('global_routing', 'grt_util_all_layers', '0.109', ''),
('timing', 'setup_slack_of_the_critical_path_after_layout', '1050', 'ps'),
('yosys', 'number_of_standard_cells_reported_by_yosys', '188', ''),
('setup_path', 'cp_required', '4800', 'ps'),
('timing', 'whs', '3350', 'ps'),
('routing', 'totalWireLength', '5990', 'um'),
('setup_path', 'path_buffers', '2', ''),
('layout', 'final_layout_top_logic_cells', 'sky130_fd_sc_hd__clkdlybuf4s50_1 (89), sky130_fd_sc_hd__nand3_1 (26), sky130_fd_sc_hd__and2_1 (23), sky130_fd_sc_hd__nand2_1 (23), sky130_fd_sc_hd__a22o_1 (9)', ''),
('routing', 'ant_nets', '0', ''),
('timing', 'max-slew-margin-rel', '0.354', ''),
('routing', 'tritonroute_pass_1_iters', '4', ''),
('setup_path', 'crit_top_cell', 'sky130_fd_sc_hd__clkdlybuf4s50_1', ''),
('power_and_ir_drop', 'pwr-share-comb', '1.000', ''),
('global_routing', 'antenna_violations_before_repair', '0', ''),
('timing', 'drv_slew', '0', ''),
('routing', 'wl_per_cell', '17.7', 'um'),
('floorplan', 'io_pins', '90', ''),
('flow_run', 'openroad.warnings', '32', ''),
('timing', 'final.setup.tns', '0', 'ps'),
('timing', 'setup-violations-final', '0', ''),
('place', 'detailedPlace.worstSlack', '1100', 'ps'),
('setup_path', 'timing.critical_path.arrival', '3750', 'ps'),
('floorplan', 'core_area', '6350', 'um^2'),
('global_routing', 'grt_max_degree', '21', ''),
('floorplan', 'chipHeight', '101', 'um'),
('routing', 'first_iter_violations', '138', ''),
('yosys', 'post_synth_inst_count', '188', ''),
('setup_path', 'crit_path_start', 'ir[4]', ''),
('routing', 'viasPerCell', '5.06', ''),
('power_and_ir_drop', 'power_switching', '42.2', 'uW'),
('layout', 'mi_logic_area', '1050', 'um^2'),
('setup_path', 'worst_path_max_delay_cell', 'sky130_fd_sc_hd__clkdlybuf4s50_1', ''),
('setup_path', 'worst_setup_path_end_kind', 'output pin', ''),
('setup_path', 'worstSetupPathDepth', '6', ''),
('clocking', 'cts_setup_buffers', '0', ''),
('global_routing', 'first_global_vias', '1599', ''),
('power_and_ir_drop', 'p_clk_frac', '0', ''),
('run_status', 'status', 'completed', ''),
('clocking', 'post_cts_resized', '0', ''),
('timing', 'worstMarginPinSlew', '968', 'ps'),
('routing', 'antenna_cells', '0', ''),
('layout', 'sequential_cell_area', '0', 'um^2'),
('layout', 'seq_cells', '0', ''),
('layout', 'areaGrowthSynthToFinish', '75.2', '%'),
('layout', 'layout-drive-gt1-share', '0.0345', ''),
('place', 'hpwlAfterDp', '4860', 'um'),
('power_and_ir_drop', 'p_leak', '0.000858', 'uW'),
('yosys', 'postSynthAreaPerCell', '6.29', 'um^2'),
('timing', 'number_of_failing_hold_endpoints_at_the_final_stage', '0', '');
==> cell type report <==
class                      count  area share
multi-input combinational    166       0.509
inverter                       4     0.00725
tap                           77      0.0465
timing repair buffer          91       0.437
==> power groups by stage <==
stage     logic, uW  registers, uW  clock network (uW)
4_1_cts         105              0                   0
5_1_grt         114              0                   0
6_report        104              0                   0
==> through the flow <==
| step | util | total power, uW | instance area [um^2] | instances |
|---|---|---|---|---|
| floorplan | - | 41.9 | 1180 | 188 |
| global placement | 0.326 | 104 | 2070 | 338 |
| detailed placement | 0.326 | 104 | 2070 | 338 |
| CTS | 0.326 | 105 | 2070 | 338 |
| global route | 0.326 | 114 | 2070 | 338 |
| finish | 0.326 | 104 | 2070 | 338 |
==> metal layers <==
metal  track usage  vias up  routed length (um)
li1              -      839                   -
met3        0.0277        2                 588
met2         0.173       87                2620
met1         0.151      781                2750
met4       0.00536        0                  30
met5             0        -                   0
==> cells in the mapped netlist, drive strengths merged (2+ instances only) <==
| library cell | number | area [um^2] |
|---|---|---|
| a32o | 2 | 20.0 |
| clkbuf | 4 | 15.0 |
| nor3 | 5 | 36.3 |
| buf | 14 | 97.6 |
| and3 | 3 | 23.8 |
| nor4 | 2 | 12.5 |
| a21o | 3 | 22.5 |
| o22ai | 2 | 12.5 |
| inv | 4 | 15.0 |
| a22oi | 7 | 66.3 |
| o31ai | 2 | 20.0 |
| o2111ai | 2 | 17.5 |
| and3b | 2 | 17.5 |
| nor2 | 6 | 22.5 |
| nand3 | 26 | 130 |
| a22o | 9 | 78.8 |
| nand2b | 8 | 50.1 |
| o21bai | 3 | 22.5 |
| o211ai | 4 | 30.0 |
| o21ai | 4 | 20.0 |
| nand2 | 23 | 86.3 |
| nor2b | 5 | 31.3 |
| and2 | 24 | 153 |
| a21oi | 9 | 48.8 |
==> cell families after synthesis <==
logic type      after synthesis  synth area share
buf+inv                      22             0.108
simple gates                113             0.549
compound gates               50             0.325
xor+xnor                      2            0.0148
other cells                   1           0.00317
==> worst paths after layout <==
| kind | end | slack [ps] |
|---|---|---|
| setup / recovery | imm[24] | 1050 |
| hold / removal | imm[29] | 3350 |
Power figures rest on the tool's default switching activity, not on a simulated workload.
