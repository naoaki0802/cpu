$ cat ./run.sh
#!/bin/bash
# OpenROAD 26Q1-2900-gdf79404cd8, Yosys 0.63+post, stock flow scripts
make -C /OpenROAD-flow-scripts/flow DESIGN_CONFIG=/design/flow/config.mk WORK_HOME=/design/flow/orfs finish
$ cat ./config.mk
export PLATFORM = sky130hd
export DESIGN_NAME = alu
export DESIGN_NICKNAME = alu
export VERILOG_FILES = /design/flow/design.v
export SDC_FILE = /design/flow/constraint.sdc
export NUM_CORES = 4
export LEC_CHECK = 1
export CORE_UTILIZATION = 40
$ cat ./constraint.sdc
current_design alu

set clk_period 19.7
set clk_io_pct 0.2

create_clock -name clk0 -period $clk_period

set non_clock_inputs [all_inputs -no_clocks]
set_input_delay [expr $clk_period * $clk_io_pct] -clock clk0 $non_clock_inputs
set_output_delay [expr $clk_period * $clk_io_pct] -clock clk0 [all_outputs]
$ cat ./design.v
`timescale 1ns /1ps
module alu(
input wire [5:0] alucode,
input wire [31:0] op1,
input wire [31:0] op2,
output wire [31:0] alu_result,
output wire br_taken
);
   function [32:0] alualu;
      input wire [5:0] ir;
      input [31:0] op1;
      input [31:0] op2;
      case(alucode)
	6'd0 : alualu = {op2[31:0], 1'b0};
	6'd1 : alualu = {op1[31:0] + 32'b100, 1'b1};
	6'd2 : alualu = {op2[31:0] + 32'b100, 1'b1};
	6'd3 : begin
	   case(op1 == op2)
	     0 : alualu = {32'b0, 1'b0};
	     1 : alualu = {32'b0, 1'b1};
	     endcase
	end
	6'd4 : begin
           case(op1 != op2)
             0 : alualu = {32'b0, 1'b0};
             1 : alualu = {32'b0, 1'b1};
             endcase  
	end
	6'd5 : begin
	   case({{~op1[31]}, op1[30:0]} < {{~op2[31]}, op2[30:0]})
	     0 : alualu = {32'b0, 1'b0};
	     1 : alualu = {32'b0, 1'b1};
	   endcase  
	end
	6'd6 : begin
	   case({{~op1[31]}, op1[30:0]} >= {{~op2[31]}, op2[30:0]})
	     0 : alualu = {32'b0, 1'b0};
	     1 : alualu = {32'b0, 1'b1};
	   endcase  
	end
	6'd7 : begin
	   case(op1 < op2)
	     0 : alualu = {32'b0, 1'b0};
	     1 : alualu = {32'b0, 1'b1};
	   endcase  
	end
        6'd8 : begin
	   case(op1 >= op2)
	     0 : alualu = {32'b0, 1'b0};
	     1 : alualu = {32'b0, 1'b1};
	   endcase  
	end
	6'd9 : alualu = {op1 + op2, 1'b0};
	6'd10 : alualu = {op1 + op2, 1'b0};
	6'd11 : alualu = {op1 + op2, 1'b0};
	6'd12 : alualu = {op1 + op2, 1'b0};
	6'd13 : alualu = {op1 + op2, 1'b0};
	6'd14 : alualu = {op1 + op2, 1'b0};
	6'd15 : alualu = {op1 + op2, 1'b0};
	6'd16 : alualu = {op1 + op2, 1'b0};
	6'd17 : alualu = {op1 + op2, 1'b0};
	6'd18 : alualu = {op1 - op2, 1'b0};
	6'd19 : begin
	   if($signed(op1) < $signed(op2))
	   alualu = {32'b1, 1'b0};
	   else alualu = {32'b0, 1'b0};
	   end
	6'd20 : begin
	   case(op1 < op2)
	     0 : alualu = {32'b0, 1'b0};
	     1 : alualu = {32'b1, 1'b0};
	   endcase  
	end
	6'd21 : alualu = {op1 ^ op2, 1'b0};
	6'd22 : alualu = {op1 | op2, 1'b0};
	6'd23 : alualu = {op1 & op2, 1'b0};
	6'd24 : alualu = {op1 << op2[4:0], 1'b0};
	6'd25 : alualu = {op1 >> op2[4:0], 1'b0};
	6'd26 : alualu = {$signed(op1) >>> op2[4:0], 1'b0};
      endcase  
   endfunction  
   assign {alu_result, br_taken} = alualu(alucode, op1, op2);
endmodule  
==> flow_summary.yaml <==
# physical design summary
finish:
  seq_area_sq_um: 0
  n_fill_cell: 2821
  layout.cells.most_common: "nor2_1"
  clock_buffers: 0
  seq_cells: 0
  area_growth_pct: 10.97
  drive_above_1_share_pct: 8.024
  final_cell_mix: "183 x nor2_1, 151 x nand2_1, 137 x a21oi_1"
grt:
  grt_pass1_vias: 12840
  grt_pass1_wl_microns: 85930
  antenna_found_initial: 1
  grt_overflow: 0
  grt_max_degree: 78
  grt_use_total_pct: 41.54
run_status:
  status: "finished clean"
setup_path:
  startpoint_type: "primary input"
  cp_max_fo: 39
  crit_arrival_ns: 9.30
  cpMaxStageDelayCell: "a2111oi_2"
  crit_chain: "clkdlybuf4s50_1, buf_4, clkinv_1, ha_1, a21oi_1, o21ai_0, o21ai_1, a31oi_1, buf_4, a2111oi_2, o31ai_1, mux2i_1, nor2_1, o32a_1, clkdlybuf4s50_1"
  crit_buf_inv: 5
  crit_path_end_kind: "output port"
  slowest_delay_ns: 0.79
  critical_path_class: "primary input to output port"
  critical_path_required_ns: 15.76
  critPathTopFamily: "AND-OR/OR-AND gates"
worst_hold_path:
  hold_class: "primary input to output port"
sta:
  fin_crit_ns: 13.24
  timing.fmax_ghz: 0.07555
  hold_violations: 0
  setup-tns-final_ns: 0
  final-setup-viol-count: 0
  slew_headroom_pct: 37.42
  rsz0062_at_grt: "no"
  finalClockPeriodUsage_pct: 67.19
  worst_pin_slew_ns: 0.9301
  slew_viol_final: 0
die:
  die_w_microns: 167.9
  io_pins: 103
  rows: 60
  fp_util_pct: 40.84
  die-area_sq_um: 28180
  die_h_microns: 167.9
  core_area_sq_um: 26950
routing:
  post_drt_wl_per_cell_microns: 29.03
  drtIter0Drc: 1868
  dr.pass1.iters: 7
  via_count: 14050
  drc_errors: 0
  routed_via_density: 6.981
  ant_nets: 0
  wl_microns: 58420
clock_network:
  hold_buffers: 0
  post_cts_buffers: 0
  cts_resized: 0
run:
  cap_violations: 0
  warnings: 101
power_and_ir_drop:
  power.switching_mw: 0.2196
  power.leakage_nw: 4.752
  p_total_mw: 0.3490
  swShare_pct: 62.92
  power_density_nw_per_um2: 28.58
  p_int_mw: 0.1294
  peakVddDrop_uv: 24.91
synth:
  synthDistinctLibCells: 86
  syn_area_sq_um: 11010
  yosys_area_sq_um: 11010
  yosys_warnings: 1
  avgSynthCellArea_sq_um: 6.607
  synth_seq_share_pct: 0
  yosys-stat-cells: 1666
  syn_inst: 1666
placed_design:
  port_buffers: 103
  place_hpwl_microns: 44920
  routabilityCongestion: 1.044
==> tightest hold or removal path, delay by kind of cell <==
kind            cells  cell delay [ns]
compound gates      1             0.11
buf+inv             2             0.61
simple gates        1             0.11
==> power groups by stage <==
stage,clock [mW],sequential [mW],combinational (mW)
4_1_cts,0,0,0.338
5_1_grt,0,0,0.369
==> final cells by class <==
type	instances	area, sq um	share of cell area, %
Timing Repair Buffer	148	1344	11.00
Tap cell	341	426.7	3.493
Multi-Input combinational cell	1396	9968	81.61
Inverter	126	473.0	3.872
Antenna cell	1	2.502	0.02049
==> layer usage <==
layer  vias up  global-route usage, %  part of all wire, %
met3       157                  8.906                   10
li1       6264                      -                    -
met1      6684                  58.77                   42
met4         0                  17.07                  4.9
met2       941                  61.54                   43
met5         -                      0                    0
==> cells in the mapped netlist (all sizes together), types with 24 or more instances <==
master | count | share of area, %
nor3 | 50 | 2.3
buf | 48 | 2.0
o21ai | 129 | 5.9
a21oi | 137 | 6.2
a31oi | 24 | 1.4
a22oi | 35 | 2.4
o22ai | 27 | 1.5
nand3 | 26 | 1.2
mux2i | 75 | 6.8
inv | 122 | 4.2
clkbuf | 96 | 3.3
nand2 | 151 | 5.1
nor2 | 185 | 6.4
ha | 102 | 12
xnor2 | 51 | 4.1
mux4 | 39 | 8.0
==> worst paths after layout <==
| check | slack (ns) | endpoint | depth (start not counted) | startpoint |
|---|---|---|---|---|
| worst max-delay path | 6.46 | alu_result[29] | 15 | op2[4] |
| worst min-delay path | 8.71 | br_taken | 4 | alucode[0] |
==> per-stage QoR <==
stage	worst slack (ns)	util, %	hold slack (ns)	instances	area, sq um
after floorplan	8.486	-	7.958	1666	11010
after global placement	6.793	45.31	8.713	2011	12210
after detailed placement	6.701	45.31	8.709	2011	12210
after CTS	6.684	45.31	8.709	2011	12210
after global routing	6.227	45.31	8.765	2011	12210
final	6.464	45.32	8.715	2012	12210
==> cell families (layout without fill, tap and decap cells) <==
group | Yosys count | count (layout) | synth area share [%]
simple gates | 517 | 517 | 21.61
buf+inv | 270 | 274 | 9.640
fa+ha+maj | 104 | 104 | 11.96
compound gates | 595 | 595 | 36.47
other cells | 0 | 1 | 0
mux | 126 | 126 | 16.03
xor+xnor | 54 | 54 | 4.297
Power and IR drop assume default switching activity.
